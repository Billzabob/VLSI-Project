<file path="run.sh">
#!/bin/bash
# OpenROAD 26Q1-2900-gdf79404cd8, Yosys 0.63+post, stock flow scripts
make -C /OpenROAD-flow-scripts/flow DESIGN_CONFIG=/design/flow/config.mk WORK_HOME=/design/flow/orfs finish
</file>
<file path="config.mk">
export PLATFORM = sky130hd
export DESIGN_NAME = controller
export DESIGN_NICKNAME = controller
export VERILOG_FILES = /design/flow/design.v
export SDC_FILE = /design/flow/constraint.sdc
export NUM_CORES = 4
export LEC_CHECK = 1
export CORE_UTILIZATION = 30
</file>
<file path="constraint.sdc">
current_design controller

set clk_period 3.8
set clk_io_pct 0.2

create_clock -name clk0 -period $clk_period [get_ports {clk}]

set non_clock_inputs [all_inputs -no_clocks]
set_input_delay [expr $clk_period * $clk_io_pct] -clock clk0 $non_clock_inputs
set_output_delay [expr $clk_period * $clk_io_pct] -clock clk0 [all_outputs]
</file>
<file path="design.v">
`timescale 1ms/1ps
module seven_segment (
	number,
	tens_digit,
	ones_digit
);
input [4:0] number;
output [6:0] tens_digit;
output [6:0] ones_digit;
wire [4:0] number;
reg [6:0] tens_digit;
reg [6:0] ones_digit;
reg [3:0] ones_value;
always @ (number) begin
	if (number < 5'd10) begin
	    tens_digit <= 7'b0000000;
	    ones_value <= number;
    end else if (number < 5'd20) begin
		tens_digit <= 7'b0110000;
	    ones_value <= number - 5'd10;
    end else if (number < 5'd30) begin
		tens_digit <= 7'b1101101;
	    ones_value <= number - 5'd20;
	end else begin
		tens_digit <= 7'b1111001;
	    ones_value <= 4'd0;
	end
end
always @ (ones_value) begin
	case(ones_value)
		4'd0 : ones_digit <= 7'b1111110;
		4'd1 : ones_digit <= 7'b0110000;
		4'd2 : ones_digit <= 7'b1101101;
		4'd3 : ones_digit <= 7'b1111001;
		4'd4 : ones_digit <= 7'b0110011;
		4'd5 : ones_digit <= 7'b1011011;
		4'd6 : ones_digit <= 7'b1011111;
		4'd7 : ones_digit <= 7'b1110000;
		4'd8 : ones_digit <= 7'b1111111;
		4'd9 : ones_digit <= 7'b1110011;
		default : ones_digit <= 7'b0000000;
	endcase
end
endmodule
module pedestrian_light (
	enable,
	master_timer,
	tens_digit,
	ones_digit,
	hand_light,
	walk_light
);
input       enable;
input [6:0] master_timer;
output [6:0] tens_digit;
output [6:0] ones_digit;
output       hand_light;
output       walk_light;
wire       enable;
wire [6:0] master_timer;
reg [6:0] tens_digit;
reg [6:0] ones_digit;
reg       hand_light;
reg       walk_light;
reg  [4:0] number;
wire [6:0] tens_digit_output;
wire [6:0] ones_digit_output;
seven_segment seven_segment0 (
	.number(master_timer [4:0]),
	.tens_digit(tens_digit_output),
	.ones_digit(ones_digit_output)
);
always @(master_timer or enable or tens_digit_output or ones_digit_output) begin
	tens_digit <= (master_timer > 7'd30 || enable == 1'b0) ? 7'b0000000 : tens_digit_output;
	ones_digit <= (master_timer > 7'd30 || enable == 1'b0) ? 7'b0000000 : ones_digit_output;
	hand_light <= (enable == 1'b1)       ? 1'b0       : 1'b1;
	walk_light <= (enable == 1'b1)       ? 1'b1       : 1'b0;
end
endmodule
module traffic_light(
	enable,
	master_timer,
	green_light,
	yellow_light,
	red_light
);
input enable;
input [6:0] master_timer;
output green_light;
output yellow_light;
output red_light;
wire [6:0] master_timer;
wire       enable;
reg green_light;
reg yellow_light;
reg red_light;
always @ (enable or master_timer) begin
	green_light <= 0;
	yellow_light <= 0;
	red_light <= 0;
	if(!enable) begin
		green_light  <= 0;
		yellow_light <= 0;
		red_light    <= 1;
	end
	if(enable && (master_timer >= 4)) begin
		green_light  <= 1;
		yellow_light <= 0;
		red_light    <= 0;
	end
	if(enable && (master_timer > 0) && (master_timer < 4)) begin
		green_light  <= 0;
		yellow_light <= 1;
		red_light    <= 0;
	end
	if(enable && (master_timer == 0)) begin
		green_light  <= 0;
		yellow_light <= 0;
		red_light    <= 1;
	end
end
endmodule
module controller (
	clk,
	straight_street_pedestrian_button,
	cross_street_pedestrian_button,
	straight_street_straight_lane_car_sensor,
	straight_street_turn_lane_car_sensor,
	cross_street_straight_lane_car_sensor,
	cross_street_turn_lane_car_sensor,
	straight_street_straight_lane_green_light,
	straight_street_straight_lane_yellow_light,
	straight_street_straight_lane_red_light,
	straight_street_turn_lane_green_light,
	straight_street_turn_lane_yellow_light,
	straight_street_turn_lane_red_light,
	cross_street_straight_lane_green_light,
	cross_street_straight_lane_yellow_light,
	cross_street_straight_lane_red_light,
	cross_street_turn_lane_green_light,
	cross_street_turn_lane_yellow_light,
	cross_street_turn_lane_red_light,
	straight_street_hand_light,
	cross_street_hand_light,
	straight_street_walk_light,
	cross_street_walk_light,
	straight_street_tens_digit,
	straight_street_ones_digit,
	cross_street_tens_digit,
	cross_street_ones_digit
);
input clk;
input straight_street_pedestrian_button;
input cross_street_pedestrian_button;
input straight_street_straight_lane_car_sensor;
input straight_street_turn_lane_car_sensor;
input cross_street_straight_lane_car_sensor;
input cross_street_turn_lane_car_sensor;
output       straight_street_straight_lane_green_light;
output       straight_street_straight_lane_yellow_light;
output       straight_street_straight_lane_red_light;
output       straight_street_turn_lane_green_light;
output       straight_street_turn_lane_yellow_light;
output       straight_street_turn_lane_red_light;
output       cross_street_straight_lane_green_light;
output       cross_street_straight_lane_yellow_light;
output       cross_street_straight_lane_red_light;
output       cross_street_turn_lane_green_light;
output       cross_street_turn_lane_yellow_light;
output       cross_street_turn_lane_red_light;
output       straight_street_hand_light;
output       cross_street_hand_light;
output       straight_street_walk_light;
output       cross_street_walk_light;
output [6:0] straight_street_tens_digit;
output [6:0] straight_street_ones_digit;
output [6:0] cross_street_tens_digit;
output [6:0] cross_street_ones_digit;
wire clk;
wire straight_street_pedestrian_button;
wire cross_street_pedestrian_button;
wire straight_street_straight_lane_car_sensor;
wire straight_street_turn_lane_car_sensor;
wire cross_street_straight_lane_car_sensor;
wire cross_street_turn_lane_car_sensor;
reg       straight_street_straight_lane_green_light;
reg       straight_street_straight_lane_yellow_light;
reg       straight_street_straight_lane_red_light;
reg       straight_street_turn_lane_green_light;
reg       straight_street_turn_lane_yellow_light;
reg       straight_street_turn_lane_red_light;
reg       cross_street_straight_lane_green_light;
reg       cross_street_straight_lane_yellow_light;
reg       cross_street_straight_lane_red_light;
reg       cross_street_turn_lane_green_light;
reg       cross_street_turn_lane_yellow_light;
reg       cross_street_turn_lane_red_light;
reg       straight_street_hand_light;
reg       cross_street_hand_light;
reg       straight_street_walk_light;
reg       cross_street_walk_light;
reg [6:0] straight_street_tens_digit;
reg [6:0] straight_street_ones_digit;
reg [6:0] cross_street_tens_digit;
reg [6:0] cross_street_ones_digit;
reg [9:0] seconds_timer;
reg [6:0] master_timer;
reg [1:0] state;
reg       straight_street_straight_lane_enable;
reg       straight_street_turn_lane_enable;
reg       cross_street_straight_lane_enable;
reg       cross_street_turn_lane_enable;
reg       straight_street_pedestrian_light_enable;
reg       cross_street_pedestrian_light_enable;
reg       master_timer_speed_up;
pedestrian_light straight_steet_pedestrian_light(
	.enable(straight_street_pedestrian_light_enable),
	.master_timer(master_timer),
	.tens_digit(straight_street_tens_digit),
	.ones_digit(straight_street_ones_digit),
	.hand_light(straight_street_hand_light),
	.walk_light(straight_street_walk_light)
);
pedestrian_light cross_steet_pedestrian_light(
	.enable(cross_street_pedestrian_light_enable),
	.master_timer(master_timer),
	.tens_digit(cross_street_tens_digit),
	.ones_digit(cross_street_ones_digit),
	.hand_light(cross_street_hand_light),
	.walk_light(cross_street_walk_light)
);
traffic_light straight_street_straight_lane_traffic_light(
	straight_street_straight_lane_enable,
	master_timer,
	straight_street_straight_lane_green_light,
	straight_street_straight_lane_yellow_light,
	straight_street_straight_lane_red_light
);
traffic_light straight_street_turn_lane_traffic_light(
	straight_street_turn_lane_enable,
	master_timer,
	straight_street_turn_lane_green_light,
	straight_street_turn_lane_yellow_light,
	straight_street_turn_lane_red_light
);
traffic_light cross_street_straight_lane_traffic_light(
	cross_street_straight_lane_enable,
	master_timer,
	cross_street_straight_lane_green_light,
	cross_street_straight_lane_yellow_light,
	cross_street_straight_lane_red_light
);
traffic_light cross_street_turn_lane_traffic_light(
	cross_street_turn_lane_enable,
	master_timer,
	cross_street_turn_lane_green_light,
	cross_street_turn_lane_yellow_light,
	cross_street_turn_lane_red_light
);
initial begin
	seconds_timer = 0;
    master_timer = 0;
	state = 0;
	master_timer_speed_up = 0;
end
always @ (state) begin
	case(state)
		0:
		begin
			straight_street_straight_lane_enable <= 1;
			straight_street_turn_lane_enable <= 0;
			cross_street_straight_lane_enable <= 0;
			cross_street_turn_lane_enable <= 0;
			straight_street_pedestrian_light_enable <= 1;
			cross_street_pedestrian_light_enable <= 0;
		end
		1:
		begin
			straight_street_straight_lane_enable <= 0;
			straight_street_turn_lane_enable <= 1;
			cross_street_straight_lane_enable <= 0;
			cross_street_turn_lane_enable <= 0;
			straight_street_pedestrian_light_enable <= 0;
			cross_street_pedestrian_light_enable <= 0;
		end
		2:
		begin
			straight_street_straight_lane_enable <= 0;
			straight_street_turn_lane_enable <= 0;
			cross_street_straight_lane_enable <= 1;
			cross_street_turn_lane_enable <= 0;
			straight_street_pedestrian_light_enable <= 0;
			cross_street_pedestrian_light_enable <= 1;
		end
		3:
		begin
			straight_street_straight_lane_enable <= 0;
			straight_street_turn_lane_enable <= 0;
			cross_street_straight_lane_enable <= 0;
			cross_street_turn_lane_enable <= 1;
			straight_street_pedestrian_light_enable <= 0;
			cross_street_pedestrian_light_enable <= 0;
		end
		default:
		begin
			straight_street_straight_lane_enable <= 0;
			straight_street_turn_lane_enable <= 0;
			cross_street_straight_lane_enable <= 0;
			cross_street_turn_lane_enable <= 0;
			straight_street_pedestrian_light_enable <= 0;
			cross_street_pedestrian_light_enable <= 0;
		end
	endcase
end
always @ (posedge clk, posedge master_timer_speed_up) begin
	if(master_timer_speed_up == 1) begin
		seconds_timer <= 0;
		master_timer <= 30;
		state <= state;
	end
	else if(seconds_timer >= 1000) begin
		seconds_timer <= 0;
		master_timer <= master_timer - 1;
		if((state == 0) && (master_timer == 0)) begin
			state <= 1;
			master_timer <= 60;
		end
		if((state == 1) && (master_timer == 0)) begin
			state <= 2;
			master_timer <= 120;
		end
		if((state == 2) && (master_timer == 0)) begin
			state <= 3;
			master_timer <= 60;
		end
		if((state == 3) && (master_timer == 0)) begin
			state <= 0;
			master_timer <= 120;
		end
	end
	else if(state == 0 || state == 0 || state == 2 || state == 2) begin
		seconds_timer <= seconds_timer + 1;
		master_timer <= master_timer;
		state <= state;
	end
	else begin
		seconds_timer <= 0;
    	master_timer <= 0;
		state <= 0;
	end
end
always @ (straight_street_pedestrian_button, cross_street_pedestrian_button, straight_street_straight_lane_car_sensor,
	straight_street_turn_lane_car_sensor, cross_street_straight_lane_car_sensor, cross_street_turn_lane_car_sensor,
	state, master_timer) begin
	if(straight_street_pedestrian_button == 1 && master_timer > 30 && state != 0) begin
		master_timer_speed_up <= 1;
	end
	else if(cross_street_pedestrian_button == 1 && master_timer > 30 && state != 2) begin
		master_timer_speed_up <= 1;
	end
	else if(straight_street_straight_lane_car_sensor == 1 && master_timer > 30 && state != 0) begin
		master_timer_speed_up <= 1;
	end
	else if(straight_street_turn_lane_car_sensor == 1 && master_timer > 30 && state != 1) begin
		master_timer_speed_up <= 1;
	end
	else if(cross_street_straight_lane_car_sensor == 1 && master_timer > 30 && state != 2) begin
		master_timer_speed_up <= 1;
	end
	else if(cross_street_turn_lane_car_sensor == 1 && master_timer > 30 && state != 3) begin
		master_timer_speed_up <= 1;
	end
	else begin
		master_timer_speed_up <= 0;
	end
end
endmodule
</file>
==> results.sh <==
# physical design summary
export IMPL_htree_levels=1
export IMPL_top_area_cell="dfrtp_1"
export IMPL_synthToLayoutAreaGrowth_pct=33.7
export IMPL_firstDrtPassIters=4
export IMPL_die_y_um=79.0
export IMPL_grt_antenna_before_repair=0
export IMPL_yosys_warnings=11
export IMPL_grt_pass1_vias=1553
export IMPL_finalHoldViolCount=0
export IMPL_finalSetupViolCount=0
export IMPL_synth_seq_cells=19
export IMPL_drt_iter0_drc=52
export IMPL_min_path_cells=1
export IMPL_warning_count=35
export IMPL_slew_violations=0
export IMPL_max_freq_mhz=276
export IMPL_vias=1699
export IMPL_cts_root_buf="clkbuf_8"
export IMPL_initCoreUtil=0.317
export IMPL_irDropWorstVdd_v=0.000167
export IMPL_grt_pass1_wl_mm=7.33
export IMPL_ios=51
export IMPL_post_place_cells=334
export IMPL_gp_congestion=0.829
export IMPL_grt_ovfl_total=0
export IMPL_cp_max_fo=12
export IMPL_dp_hpwl_mm=3.31
export IMPL_grt_max_degree=19
export IMPL_arrival_ns=2.86
export IMPL_worst_pin_slew_ns=0.571
export IMPL_antenna_diode_count=0
export IMPL_synth_area_mm2=0.00178
export IMPL_fp_dieW_um=79.0
export IMPL_routed_wl_mm=4.20
export IMPL_drive_above_1_share=0.114
export IMPL_finalCritPeriodShare=0.952
export IMPL_crit_required_ns=3.04
export IMPL_crit_path_start_kind="flop"
export IMPL_setup_ws_ns=0.181
export IMPL_netlist_instances=225
export IMPL_fin_cells=343
export IMPL_io_buffers=48
export IMPL_grt_usage=0.147
export IMPL_drc_errors=0
export IMPL_core_mm2=0.00561
export IMPL_clock_latency_late_pin_ns=0.25
export IMPL_rsz0062_at_grt="false"
export IMPL_clkTransAtPathRegs_ns=0.07
export IMPL_cts_buffers=3
export IMPL_cts_buffer_depth=2
export IMPL_cts_sinks=19
export IMPL_post_place_ws_ns=0.0875
export IMPL_via_per_inst=4.95
export IMPL_period_needed_ns=3.62
export IMPL_p_per_area_mw_per_mm2=148
export IMPL_synth_top_cell_area_share=0.183
export IMPL_fin_util=0.423
export IMPL_hp_class="reg2reg"
export IMPL_status="finished clean"
export IMPL_wl_per_cell_um=12.3
export IMPL_crit_path_end_kind="output port"
export IMPL_ys_chip_area_mm2=0.00178
export IMPL_synthTopCellsByArea="dfrtp_1 18%, ha_1 9.9%, nor2_1 8.7%, dfstp_2 5.9%, a21oi_1 3.4%"
export IMPL_placementRows=27
export IMPL_worstRegToRegCells=6
export IMPL_drv_cap=0
export IMPL_chip_area_mm2=0.00623
export IMPL_ys_types=47
export IMPL_cts_tree="built"
export IMPL_synth_seq_share=0.276
export IMPL_path_class="reg2out"
export IMPL_syn_area_per_cell_um2=7.90
export IMPL_leakage_nw=0.939
export IMPL_ys_cells=225
export IMPL_setup_tns_ns=0
export IMPL_skew_ns=0.00225
export IMPL_rrSetupSlack_ns=1.63
export IMPL_ant_nets=0
export IMPL_slew_headroom=0.619
[power by group]
group	switching (mW)	internal (mW)	leakage [nW]
logic	0.00227	0.00663	0.681
clock network	0.0656	0.0728	0.0255
registers	0	0.205	0.233
[cells by family after synthesis]
family	synth area share
adder cells (fa/ha/maj)	0.0986
multiplexers	0.0352
XOR/XNOR	0.0345
flip-flops	0.276
AND/OR/NAND/NOR	0.260
other	0.00211
buffers and inverters	0.0866
AND-OR/OR-AND	0.207
[synthesized netlist by cell type, drive strengths merged]
library cell  count
mux2              2
a211o             1
and2              5
a211oi            1
ha               14
nand3            13
o21ai            13
conb              1
and3              4
dfrtp            13
nand2b            4
nand3b            1
inv              13
clkbuf            4
xor2              3
o21a              2
a32o              3
xnor2             4
or3               2
o31ai             1
nor2b             1
edfxtp            2
nor2             41
o32ai             1
o311a             1
o2bb2ai           3
a21o              3
o22ai             3
nand4             3
nand2            12
or4b              1
dfstp             4
mux2i             4
buf              12
o311ai            1
o32a              1
or2               1
a31oi             5
a22oi             1
nor3              8
a21oi            13
[critical path, cell delays in order, from the launching register on]
cell and delay, ns:
dfstp_2 0.64, or4b_1 0.45, o31ai_1 0.14, a211oi_4 0.06
buf_4 0.18, ha_1 0.32, mux2i_1 0.20, a32o_1 0.16
clkdlybuf4s50_1 0.47
[worst paths after layout]
kind | startpoint | to
max in group asynchronous | straight_street_straight_lane_car_sensor | master_timer[2]
hold / removal | seconds_timer[9] | seconds_timer[9]
setup reg to reg | master_timer[4] | state[0]
setup / recovery | master_timer[4] | straight_street_ones_digit[3]
min in group asynchronous | state[1] | master_timer[6]
hold reg to reg | seconds_timer[9] | seconds_timer[9]
[metrics by stage]
step	power [mW]	area, µm²	hold WS (ns)
2_1_floorplan	0.212	1780	0.458
3_3_place_gp	0.217	2280	0.469
3_5_place_dp	0.218	2280	0.479
4_1_cts	0.359	2350	0.496
5_1_grt	0.369	2370	0.526
6_report	0.352	2370	0.490
[routing by layer]
layer	GRT usage	up-vias	routed length (µm)
li1	-	880	-
met1	0.213	771	2030
met2	0.249	44	1940
met3	0.0128	4	203
met4	0.0164	0	32
met5	0	-	0
[layout make-up]
| cell class | count | area [µm²] |
|---|---|---|
| multi-input combinational | 178 | 1150 |
| inverter | 13 | 51.3 |
| clock buffer | 3 | 41.3 |
| timing repair buffer | 57 | 548 |
| fill | 590 | 3230 |
| clock inverter | 1 | 5.00 |
| tap | 72 | 90.1 |
| sequential | 19 | 490 |
[state kept, by name, indices dropped and copies added, names as in the netlist]
| name | flops |
|---|---|
| master_timer | 7 |
| seconds_timer | 10 |
| state | 2 |
[what timing repair did]
item | 4_1_cts | 5_1_grt
hold buffers | 0 | 0
gates resized | 1 | 5
buffers inserted | 3 | 2
endpoints found under the setup margin | 6 | 6
pin swaps | 0 | 3
[placed cells by master (no fill, tap or decap), drive strengths merged, types with 2 or more instances in the layout]
master          n
mux2            2
nand2b          4
nand4           3
or3             2
a32o            3
a31oi           5
nor3            8
and2            5
clkbuf          3
a21o            3
dfstp           4
nand2          12
ha             14
dfrtp          13
nor2           41
mux2i           4
xor2            3
clkdlybuf4s50  48
conb            2
inv            13
nand3          13
o2bb2ai         3
o21a            2
edfxtp          2
buf             9
xnor2           4
o21ai          13
and3            4
a21oi          13
o22ai           3
Power and IR drop assume default switching activity.
